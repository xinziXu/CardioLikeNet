==> /design/flow/design.v <==
module SPI_SLAVE #(parameter SPI_DW = 16
)(
    input wclk,
    input rst_n,
    input spi_clk,
    input cs_n,
    input mosi,
    input [SPI_DW-1:0] spi_din,
    output reg dout_vld,
    output      miso,
    output reg [SPI_DW-1:0] spi_dout
);
reg [$clog2(SPI_DW+1)-1:0] bit_cnt;
reg [SPI_DW-1:0] data;
always @(posedge wclk or negedge rst_n) begin
    if (!rst_n) begin
        dout_vld <= 0;
        bit_cnt <= 0;
        spi_dout <= 0;
        data <= 0;
        dout_vld <= 1'b0;
    end
    else begin
        if (cs_n) begin
            data <= spi_din;
            bit_cnt <= 0;
            dout_vld <= 1'b0; 
        end
        else begin
            if ( spi_clk) begin  
                data <= {data[SPI_DW-2:0], mosi};
                bit_cnt <= bit_cnt + 1'b1;     
                if (bit_cnt == SPI_DW ) begin
                    dout_vld <= 1'b1; 
                    spi_dout <= data;
                    data <= spi_din;
                end
                else begin
                    dout_vld <= 1'b0;
                end
            end
            else begin
                dout_vld <= 1'b0;
            end 
        end
    end
end
assign miso = data[SPI_DW-1];
endmodule
==> /design/flow/run.sh <==
#!/bin/bash
# OpenROAD 26Q1-2900-gdf79404cd8, Yosys 0.63+post, stock flow scripts
make -C /OpenROAD-flow-scripts/flow DESIGN_CONFIG=/design/flow/config.mk WORK_HOME=/design/flow/orfs finish
==> /design/flow/config.mk <==
export PLATFORM = sky130hd
export DESIGN_NAME = SPI_SLAVE
export DESIGN_NICKNAME = SPI_SLAVE
export VERILOG_FILES = /design/flow/design.v
export SDC_FILE = /design/flow/constraint.sdc
export NUM_CORES = 4
export LEC_CHECK = 1
export CORE_UTILIZATION = 30
==> /design/flow/constraint.sdc <==
current_design SPI_SLAVE

set clk_period 3.5
set clk_io_pct 0.2

create_clock -name clk0 -period $clk_period [get_ports {wclk}]

set non_clock_inputs [all_inputs -no_clocks]
set_input_delay [expr $clk_period * $clk_io_pct] -clock clk0 $non_clock_inputs
set_output_delay [expr $clk_period * $clk_io_pct] -clock clk0 [all_outputs]
==> results.cfg <==
; generated from flow reports
[final_timing]
whs_ns = 0.459
rsz0062_at_grt = no
max_freq_ghz = 0.483
worst_slew_pin_slew_ns = 0.471
maxSlewHeadroom = 0.686
min_period_ns = 2.07
hold_viol = 0
skew_ns = 0.00615
setup_viol = 0
slew_viol_final = 0
period_used_share = 0.591
tns_ns = 0

[placement]
dp_hpwl_mm = 2.13
routabilityCongestion = 0.749
io_buffer_count = 38

[route]
first_pass_iters = 4
ant_nets = 0
wirelength_mm = 3.41
insertedDiodeCount = 0
route.detailed.drc = 0
via_per_inst = 4.65
vias = 1223
wl_per_cell_um = 13.0
drt_iter0_markers = 110

[worst_setup_path]
worstPathCellList = clkdlybuf4s50_1, buf_4, or3_1, buf_4, mux2_4
worstPathArrival_ns = 2.24
cpMostUsedCell = buf_4
cp_data_required_time_ns = 3.67
endpoint_kind = flop
slowest_stage = clkdlybuf4s50_1
setup.worst_path.class = primary input to flop
path_max_fanout = 23
cp-start-kind = primary input
cpPeakStageDelay_ns = 0.39

[clocking]
hold_buffers = 0
ctsResizeCount = 0
post_cts_buffers = 0
cts.sinks = 38
htreeDepth = 2
cts_buffers = 5
clock_latency_ns = 0.29
cts_tree = done
cts_buffer_depth = 2
path_clk_slew_ns = 0.08
cts_root_buf = clkbuf_8

[logic_synthesis]
synth.area.top_cells = dfrtp_1, o22a_1, mux2_4
ys_area_sq_um = 1740
yosysWarnings = 1
ys_seq_frac = 0.547
top_area_cell = dfrtp_1
ys_cells = 152
synth_flops = 38
synthDistinctLibCells = 21
syn_area_per_cell_sq_um = 11.4
syn_area_sq_um = 1740
yosysTopAreaCellShare = 0.547
postSynthCellCount = 152

[global_route]
antenna_found_initial = 0
grt_max_degree = 39
grt_overflow = 0
grt_pass1_wl_mm = 5.76
grt_pass1_vias = 1214
grt_usage = 0.123

[finish]
area_growth_pct = 33.0
drive_above_1_share = 0.162
layout_top_cells = dfrtp_1, clkdlybuf4s50_1, nor2_1
nFillCells = 560
lay_top_count = dfrtp_1

[floorplanning]
core-area_sq_um = 5540
die-height_um = 78.1
fp_util = 0.314
io_pins = 39
design.die.area_sq_um = 6110
die_w_um = 78.1
rows = 27

[power_and_ir_drop]
pwr_density_cell_nw_per_um2 = 440
p_leak_nw = 1.10
ir_drop_mv = 0.179

[worst_hold_path]
hp-class = primary input to asynchronous set/reset pin

[flow_run]
cap_violations = 0
tool_warnings = 26

[run_status]
status = completed
==> kinds of logic (layout without fill, tap and decap cells) <==
family	count (synthesis)	in the layout	synth area share
DFF	38	38	0.547
buffers and inverters	32	71	0.0813
muxes	17	17	0.129
AOI/OAI and AO/OA	33	33	0.144
and+or+nand+nor	26	26	0.0647
adders and majority gates	2	2	0.0144
xor gates and xnor gates	4	4	0.0201
==> where the power goes <==
group	leakage (nW)	total (mW)	switching, mW	internal, mW
clock network	0.0683	0.441	0.156	0.286
logic	0.554	0.0998	0.0460	0.0538
registers	0.482	0.476	0.0168	0.459
==> critical path: cells and delay by family <==
family | cells | cell delay, ns
buffers and inverters | 3 | 0.83
AND/OR/NAND/NOR | 1 | 0.38
multiplexers | 1 | 0.32
==> cell type report <==
type | count | area, sq um | area share
Tap cell | 72 | 90.1 | 0.0389
Timing Repair Buffer | 43 | 413 | 0.178
Sequential cell | 38 | 951 | 0.411
Clock inverter | 3 | 68.8 | 0.0297
Clock buffer | 5 | 68.8 | 0.0297
Inverter | 20 | 75.1 | 0.0324
Multi-Input combinational cell | 82 | 647 | 0.280
==> worst paths after layout <==
kind                             startpoint      endpoint  slack, ns  cells past startpoint
worst max-delay path                   cs_n   spi_dout[5]       1.43                      5
worst min-delay path                  rst_n   spi_dout[7]       0.46                      2
worst max register to register   bit_cnt[0]   spi_dout[5]       1.76                      6
worst min register to register  spi_dout[9]   spi_dout[9]       0.51                      1
max in group asynchronous             rst_n  spi_dout[14]       2.71                      2
min in group clk0               spi_dout[9]   spi_dout[9]       0.51                      1
==> metal layers <==
metal	up-vias	track usage	share of wire
met1	569	0.197	0.49
met2	47	0.175	0.42
met4	0	0.0333	0.029
li1	598	-	-
met5	-	0	0
met3	9	0.0213	0.060
==> Yosys cell counts, drive strengths merged <==
library cell,n
a31oi,16
nor2,21
xor2,3
mux2,16
nand2,1
nand4,2
nand4bb,1
clkbuf,7
buf,5
mux2i,1
ha,2
o21ba,1
or3,1
dfrtp,38
inv,20
o22a,16
xnor2,1
==> stage by stage <==
stage	area [sq um]	cells	utilization	setup WS, ns	total power, mW
final	2310	263	0.418	1.43	1.02
after global placement	2180	255	0.393	1.13	0.584
after CTS	2310	263	0.418	1.44	1.03
after global routing	2310	263	0.418	1.37	1.07
after floorplan	1740	152	-	1.66	0.537
after detailed placement	2180	255	0.393	1.13	0.585
==> registers in the layout, indices dropped and copies added, names as in the netlist <==
| register | cells |
|---|---|
| bit_cnt | 5 |
| data | 16 |
| dout_vld | 1 |
| spi_dout | 16 |
Power figures rest on the tool's default switching activity, not on a simulated workload.
