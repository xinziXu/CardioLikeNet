<file path="./design.v">
`timescale  1ns/100ps
module SPAD_W #(parameter WEIGHT_DW = 32,
                parameter DEPTH = 8)
               (
                input sclk,
                input									rst_n,                                                                                                        
                input signed [WEIGHT_DW -1 : 0] data_in,                                                                                    
                input									we_en,
                input [$clog2(DEPTH)-1 : 0]				addr_we, 
                input [$clog2(DEPTH)-1 : 0]				addr_re, 
                output signed [WEIGHT_DW-1:0]			data_out);
    reg signed [WEIGHT_DW-1:0] mem [DEPTH-1 : 0];
    integer i;
    always @ (negedge sclk or negedge rst_n)
    begin
        if (!rst_n) begin
            for (i = 0; i < DEPTH; i = i+1) begin
                mem[i] <= 0;
            end
        end
        else begin
            if (we_en) begin
                mem[addr_we] <= data_in;
            end
        end
    end
    assign data_out = we_en ? 0 : mem[addr_re];
endmodule
</file>
<file path="./run.sh">
#!/bin/bash
# OpenROAD 26Q1-2900-gdf79404cd8, Yosys 0.63+post, stock flow scripts
make -C /OpenROAD-flow-scripts/flow DESIGN_CONFIG=/design/flow/config.mk WORK_HOME=/design/flow/orfs finish
</file>
<file path="./config.mk">
export PLATFORM = sky130hd
export DESIGN_NAME = SPAD_W
export DESIGN_NICKNAME = SPAD_W
export VERILOG_FILES = /design/flow/design.v
export SDC_FILE = /design/flow/constraint.sdc
export NUM_CORES = 4
export LEC_CHECK = 1
export CORE_UTILIZATION = 50
</file>
<file path="./constraint.sdc">
current_design SPAD_W

set clk_period 6.0
set clk_io_pct 0.2

create_clock -name clk0 -period $clk_period [get_ports {sclk}]

set non_clock_inputs [all_inputs -no_clocks]
set_input_delay [expr $clk_period * $clk_io_pct] -clock clk0 $non_clock_inputs
set_output_delay [expr $clk_period * $clk_io_pct] -clock clk0 [all_outputs]
</file>
==> impl_metrics.json <==
{
  "outcome": "finished, final reports clean",
  "setup_viol": 0,
  "path_class": "reg2out",
  "worstSkewPairLatency_ns": 0.53,
  "slew_headroom_pct": 49.3,
  "synth.avg_cell_area_sq_um": 12.5,
  "postRouteWirelength_mm": 27.9,
  "dr.pass1.iters": 5,
  "sw_frac_of_total_pct": 24.8,
  "pre_cts_ws_ns": 0.0339,
  "grt-ovfl-total": 0,
  "clock-sinks": 256,
  "ys_top_cells_by_area": "dfrtn_1 55%, mux2_2 23%, mux2i_1 2.7%",
  "flop_cell": "dfrtn_1",
  "netlist_area_sq_um": 11700,
  "area_growth_pct": 19.8,
  "diodes": 0,
  "r2r_cells": 2,
  "combPwrFrac_pct": 16.9,
  "top_area_share_pct": 54.7,
  "hold_class": "reg2reg",
  "routabilityCongestion": 0.802,
  "peakVddDrop_mv": 0.267,
  "routedWlPerCell_um": 20.9,
  "slowest_stage": "dfrtn_1",
  "timing.rr.start": "mem[2][2]",
  "worst_slack_ns": 0.0355,
  "yosysCellCount": 935,
  "path_depth": 4,
  "grt_util_all_layers_pct": 25.9,
  "rows": 55,
  "synth_area_leader_cell": "dfrtn_1",
  "yosysChipArea_sq_um": 11700,
  "cp-start-kind": "register",
  "port-buffer-count": 72,
  "cpLargestDelayFamily": "AND-OR/OR-AND gates",
  "fillCellCount": 1669,
  "synth-edff-count": 0,
  "p_leak_nw": 6.09,
  "post-dp-hpwl_mm": 16.9,
  "cts_buffers": 27,
  "clkTransAtPathRegs_ns": 0.04,
  "vias": 7745,
  "crit_chain": "mux2_4 > a222oi_1 > a211oi_1 > buf_2",
  "htree_num_levels": 1,
  "power_frac_seq_pct": 47.9,
  "rsz0062_at_grt": "true",
  "core_sq_um": 22800,
  "crit_buf_inv": 1,
  "die_x_um": 155,
  "ys_async_sr_fraction_pct": 100,
  "die_h_um": 155,
  "cts_root_buf": "clkbuf_16",
  "largest_reg_flops": 256,
  "finalHoldViolations": 0,
  "critical_path_arrival_ns": 4.76,
  "grt_pass1_wl_mm": 45.6,
  "syn_inst": 935,
  "worst_pin_slew_ns": 0.758,
  "cap_violations": 0,
  "crit_path_max_incr_delay_ns": 0.35,
  "grt_max_degree": 61,
  "pwr_density_cell_nw_per_um2": 345,
  "min_delay_path_depth": 1,
  "avgViaCountPerCell": 5.79,
  "synth_warnings": 2,
  "p_int_mw": 3.64,
  "startpoint": "mem[2][21]",
  "post-synth-top-count-cell": "dfrtn_1",
  "final.setup_skew_ns": 0,
  "cts_tree": "built",
  "drt-initial-drc-count": 400,
  "ant_nets": 0,
  "path_max_fanout": 2,
  "finalSetupTns_ns": 0,
  "largest-register": "mem",
  "switching_power_mw": 1.20,
  "cts_hold_buffers": 0,
  "crit_path_end_kind": "output port",
  "slew_viol_final": 0,
  "grt_pass1_vias": 8158,
  "grt_antenna_before_repair": 0,
  "whs_ns": 0.435,
  "tool_warnings": 27,
  "synth_cell_type_count": 36,
  "drive_gt1_share_pct": 37.3,
  "synth-seq-cells": 256,
  "clockBufferDepth": 3,
  "die-area_sq_um": 24000,
  "min_from": "mem[2][5]",
  "initial_core_util_pct": 51.4,
  "drc": 0,
  "reg_top3": "mem x256",
  "critPathRequiredTime_ns": 4.80,
  "io_pins": 73,
  "clkPwrFrac_pct": 35.3,
  "postSynthSeqShare_pct": 54.7,
  "common_cells": "256 x dfrtn_1, 234 x mux2_2, 58 x nor2_1, 40 x buf_2, 34 x nand2_1"
}
==> metal layers <==
| metal | routed length [um] | share of wire [%] | vias up | GRT usage (%) |
|---|---|---|---|---|
| met5 | 0 | 0 | - | 0 |
| met4 | 566 | 2.0 | 0 | 4.43 |
| met3 | 1430 | 5.1 | 33 | 5.62 |
| met2 | 13000 | 47 | 176 | 39.8 |
| met1 | 12900 | 46 | 4002 | 40.7 |
| li1 | - | - | 3534 | - |
==> power groups by stage <==
stage / clock network (mW) / logic (mW) / registers (mW)
after CTS: 1.75 / 0.819 / 2.31
after global routing: 1.82 / 0.902 / 2.36
final: 1.71 / 0.815 / 2.32
==> area by class of cell <==
type | count | area, sq um | area share [%]
sequential | 256 | 6410 | 45.7
multi-input combinational | 585 | 5120 | 36.6
clock inverter | 11 | 140 | 1.00
tap | 313 | 392 | 2.79
inverter | 25 | 93.8 | 0.669
timing repair buffer | 109 | 1080 | 7.72
clock buffer | 39 | 781 | 5.57
==> cell families (layout without fill, tap and decap cells) <==
kind of cell | Yosys count | count (layout) | share of synthesized area (%)
DFF | 256 | 256 | 54.7
AOI/OAI and AO/OA | 169 | 169 | 9.76
buffers and inverters | 94 | 184 | 3.60
and+or+nand+nor | 145 | 145 | 6.09
muxes | 271 | 271 | 25.8
==> per-stage QoR <==
step	power (mW)	util (%)	instances	cell area (sq um)
floorplan	2.84	-	935	11700
global placement	3.10	56.8	1287	12900
detailed placement	3.14	56.8	1287	12900
CTS	4.88	61.3	1338	14000
global route	5.09	61.5	1338	14000
finish	4.84	61.5	1338	14000
==> layout by cell type (no fill, tap or decap), types with 9 or more instances in the layout <==
| master | instances |
|---|---|
| dfrtn_1 | 256 |
| mux2_2 | 232 |
| nor2_1 | 58 |
| clkdlybuf4s50_1 | 35 |
| nand2_1 | 34 |
| mux2i_1 | 32 |
| clkbuf_16 | 27 |
| a211oi_2 | 26 |
| nor2b_1 | 25 |
| o21ai_0 | 25 |
| buf_4 | 25 |
| a21oi_1 | 24 |
| inv_1 | 24 |
| a221oi_1 | 23 |
| o22ai_1 | 20 |
| o21bai_1 | 17 |
| dlygate4sd2_1 | 15 |
| buf_12 | 13 |
| buf_2 | 9 |
==> worst register-to-register path, cell delays in order, from the launching register on <==
cell,delay [ns]
dfrtn_1,0.34
buf_4,0.13
mux2_2,0.25
==> what timing repair did <==
item                       in CTS  in global routing
setup endpoints to repair      32                 19
resized                        71                 29
buffers inserted                1                  0
pin swaps                      46                 27
gates cloned                    0                  0
==> path summary, 6_finish.rpt <==
path                                     end  slack, ns
min in group asynchronous          mem[0][9]       3.49
max in group asynchronous         mem[5][10]       1.71
worst max register to register     mem[2][2]       5.13
worst max-delay path            data_out[21]       0.04
worst min register to register     mem[2][5]       0.43
worst min-delay path               mem[2][5]       0.43
Power is estimated from default activity; no workload was simulated.
