--- flow/design.v ---
`timescale  1ns/100ps
module SPAD_A #(parameter DATA_DW = 12,
                parameter DEPTH = 8
                )
               (
                input                                   sclk,
                input									rst_n	,    
                input                                   is_sram_in,
                input  [DATA_DW -1 : 0]                 sram_data_in,
                input									we_en,
                input [$clog2(DEPTH)-1 : 0]				addr_we,                                      
                input [DATA_DW*DEPTH -1 : 0]            data_in,              
                input [$clog2(DEPTH)-1 : 0]				addr_re,
                output signed [DATA_DW-1:0]			data_out);
    reg signed [DATA_DW-1 : 0] mem [DEPTH-1 : 0];
    integer i;
    integer j;
    always @ (negedge sclk or negedge rst_n)
    begin
        if (!rst_n) begin
            for (j = 0; j < DEPTH; j = j+1) begin
                mem[j] <= 0;
            end
        end
        else begin
            if (is_sram_in) begin
                if (we_en) begin
                    mem[addr_we] <= sram_data_in;
                end
            end
            else begin
                for (i = 0; i < DEPTH; i=i+1) begin
                    mem[i] <= data_in[(i+1)*DATA_DW-1-: DATA_DW];
                end
            end
        end
    end    
    assign data_out = mem[addr_re];
endmodule
--- flow/run.sh ---
#!/bin/bash
# OpenROAD 26Q1-2900-gdf79404cd8, Yosys 0.63+post, stock flow scripts
make -C /OpenROAD-flow-scripts/flow DESIGN_CONFIG=/design/flow/config.mk WORK_HOME=/design/flow/orfs finish
--- flow/config.mk ---
export PLATFORM = sky130hd
export DESIGN_NAME = SPAD_A
export DESIGN_NICKNAME = SPAD_A
export VERILOG_FILES = /design/flow/design.v
export SDC_FILE = /design/flow/constraint.sdc
export NUM_CORES = 4
export LEC_CHECK = 1
export CORE_UTILIZATION = 50
--- flow/constraint.sdc ---
current_design SPAD_A

set clk_period 3.6
set clk_io_pct 0.2

create_clock -name clk0 -period $clk_period [get_ports {sclk}]

set non_clock_inputs [all_inputs -no_clocks]
set_input_delay [expr $clk_period * $clk_io_pct] -clock clk0 $non_clock_inputs
set_output_delay [expr $clk_period * $clk_io_pct] -clock clk0 [all_outputs]
==> summary.txt <==
From the run reports.

- The run finished, with violations left.
- The final reports fail on setup timing.
- The count of buffers inserted at the top-level ports is 129.
- The synthesized instance count reads 529.
- The initial cell density of the core reads 51.4%.
- The relative slew slack is 67.3%.
- The share of cells above drive strength 1 reads 16.3%.
- The critical path class is register to primary output.
- The routed length per instance reads 18.4 um.
- The share of the core filled with cells in the final layout is 70.5%.
- The combined area of the multi-input logic cells is 2780 um^2.
- The max-slew violation total from the final report is 0.
- The library cell with the highest instance count after synthesis reads sky130_fd_sc_hd__mux2i_1.
- The cell depth of the worst min-delay path reads 1.
- The floorplan die height reads 105 um.
- In the synthesized netlist, the cells that appear most often are sky130_fd_sc_hd__mux2i_1, sky130_fd_sc_hd__dfrtn_1, sky130_fd_sc_hd__nor2_1.
- In this run the number of cells on the critical path is 4.
- The number of different library cells used by synthesis comes to 31.
- The signal arrival time at the worst endpoint reads 3360 ps.
- From left edge to right edge, the die measures 105 um.
- The register clock-pin slew on the reported worst setup and hold paths is 60 ps.
- For the worst setup path, the data required time is 2880 ps.
- The count of nets left with antenna violations once routing finished came out at 0.
- The tally of yosys warning messages is 2.
- According to the floorplan report, the placeable core area is 10,300 um^2.
- The delay contributed by the slowest stage of the critical path is 350 ps.
- Row generation in the floorplan step produced 37 rows.
- Summing over every cut layer, the via total after detailed routing is 4,434.
- The starting DRC count in detailed routing reads 228.
- The global-route wire length before repair reads 23,300 um.
- The number of flip-flops in the largest register reads 96.
- The hold-fix buffer count after cts is 0.
- The iteration tally of the first detailed-router pass is 4.
- The commonest register cell after synthesis reads sky130_fd_sc_hd__dfrtn_1.
- The congestion estimate from routability-driven global placement came to 0.877.
- The classification of the worst-slack hold path is register to register.
- The count of flip-flops with a built-in enable after synthesis reads 0.
- Across the run, the number of max-cap violations was 0.
- The final total power reads 2.58 mW.
- The global-route usage over all layers reads 29.0%.
- Buffers inserted during clock tree synthesis total 9.
- The detail-routed via count per cell reads 5.55.
- The H-tree depth is 3.
- The cell class contributing the biggest share of worst-path delay is flip-flops.
- The endpoint kind of the worst setup timing path reads a primary output.
- The sequential cell area fraction in the yosys report reads 45.4%.
- The leakage power is 3.21 nW.
- The main area contributors are sky130_fd_sc_hd__dfrtn_1, sky130_fd_sc_hd__mux2i_1, sky130_fd_sc_hd__a21oi_1.
- The total cells reported by yosys after synthesis is 529.
- The critical path's slowest stage uses the library cell sky130_fd_sc_hd__dfrtn_1.
- The TritonCTS clock tree reads done.
- The Yosys chip area is 5290 um^2.
- The number of inserted diodes is 0.
- The post-synthesis instance area reads 5290 um^2.
- The number of standard cells in the final layout excluding fillers is 799.
- The number of remaining DRC errors is 0.
- Counting the fill cells in the layout gives 806.
- After layout, the worst setup slack is -480 ps.
- The largest area contributor in the netlist is sky130_fd_sc_hd__dfrtn_1.
- The relative area change from synthesis to final layout reads 37.1%.
- The report lists the cells along the critical path as mux2_4 > and3_4 > o32a_1 > buf_2.
- The half-perimeter wire length of the detailed placement result reads 10,300 um.
- The via count of the first global-routing pass reads 4,462.
- Yosys reports that the leading cell type by area covers 45.4% of the netlist area.
- The worst voltage drop across the vdd grid reads 244 uV.
- Summed over all layers, the global routing overflow is 0.
- The count of cells along the worst register-to-register path is 3.
- The overall die size recorded for this design is 11,000 um^2.
- The routed design has 14,700 um of wire.
- The registers reported with the highest flop counts are mem: 96 flops.
- The average cell area after synthesis reads 9.99 um^2.
- The number of instances in the placed design is 776.
- The number of primary I/O pins reads 130.
- The slew at the pin with the worst max-slew slack is 491 ps.
- The nature of the critical path startpoint reads a register.
- The clock net in this run drives a total of 96 sinks.
- The fraction of registers with async set/reset is 100%.
- The flip-flop and latch area is 2400 um^2.
- The largest fanout on the critical path reads 2.
- The worst clock skew on the final layout reads 0 ps.
- Once synthesis finished, the tally of register bits stood at 96.
- The most flop-heavy register is mem.
- The initial antenna violation count came to 0.
- The number of buffers and inverters on the critical path reads 1.
- The longest clock path from root to sink contains 2 buffers.
- The power per cell area is 355 nW/um^2.
- The total tool warning count reads 29.
- The final number of hold-violating endpoints is 0.
- The library cell used as clock root buffer reads sky130_fd_sc_hd__clkbuf_8.
- Setup repair after global routing could not meet its margin everywhere.
- The count of endpoints failing setup in the final report is 12.
- At the later pin of the worst-skew pair, clock insertion delay measures 340 ps.
- The maximum number of pins on one net before global-route repair is 55.
[stage by stage]
stage | TNS [ps] | hold WS [ps] | setup WS, ps | instance area (um^2)
global placement | -44280 | 459 | -550 | 6920
global route | -4300 | 480 | -508 | 7250
detailed placement | -47220 | 462 | -581 | 6920
finish | -3720 | 464 | -480 | 7250
floorplan | -199 | 441 | -22.1 | 5290
CTS | -3940 | 467 | -509 | 7220
[final cells by class]
type / instances / share of cell area, %
Inverter: 1 / 0.0518
Sequential cell: 96 / 33.1
Clock buffer: 11 / 1.95
Tap cell: 136 / 2.35
Timing Repair Buffer: 172 / 23.4
Multi-Input combinational cell: 379 / 38.4
Clock inverter: 4 / 0.742
[power by group]
group	internal, mW	total (mW)	switching (mW)
sequential	1.19	1.25	0.0579
combinational	0.335	0.612	0.277
clock	0.339	0.710	0.371
total	1.87	2.58	0.706
[worst register-to-register path: cells and delay by family, from the launching register on]
| family | cells | cell delay, ps |
|---|---|---|
| compound gates | 1 | 80 |
| buf+inv | 1 | 140 |
| flops | 1 | 360 |
| mux | 1 | 130 |
[per-layer routing]
layer / vias up / track usage [%] / routed length [um]
li1: 2161 / - / -
met1: 2109 / 45.3 / 6650
met2: 148 / 44.8 / 6760
met3: 16 / 6.86 / 1120
met4: 0 / 3.62 / 214
met5: - / 0 / 0
[path summary, 6_finish.rpt]
kind	start	to	slack, ps
setup / recovery	mem[2][6]$_DFFE_NN0P_	data_out[6]	-480
hold / removal	mem[0][0]$_DFFE_NN0P_	mem[0][0]$_DFFE_NN0P_	460
setup reg to reg	mem[4][2]$_DFFE_NN0P_	mem[4][2]$_DFFE_NN0P_	2740
hold reg to reg	mem[0][0]$_DFFE_NN0P_	mem[0][0]$_DFFE_NN0P_	460
max in group asynchronous	rst_n	mem[0][0]$_DFFE_NN0P_	1270
min in group asynchronous	rst_n	mem[6][1]$_DFFE_NN0P_	2030
[repair_timing]
| item | 4_1_cts | 5_1_grt |
|---|---|---|
| pin swaps | 29 | 11 |
| resized | 65 | 9 |
| buffers inserted | 5 | 3 |
| endpoints found under the setup margin | 108 | 24 |
[kinds of logic (layout without fill, tap and decap cells)]
family	Yosys count	in the layout	share of synthesized area, %
flops	96	96	45.4
simple gates	126	126	11.7
mux	121	121	23.2
buf+inv	54	188	4.64
compound gates	132	132	15.1
[layout by cell type, fill, tap and decap left out, types with 4 or more instances in the layout]
cell type | Yosys | layout
sky130_fd_sc_hd__nor2b_1 | 9 | 9
sky130_fd_sc_hd__mux2i_2 | 0 | 6
sky130_fd_sc_hd__buf_4 | 7 | 32
sky130_fd_sc_hd__buf_12 | 0 | 13
sky130_fd_sc_hd__clkdlybuf4s50_1 | 0 | 110
sky130_fd_sc_hd__a21oi_1 | 89 | 88
sky130_fd_sc_hd__a221o_1 | 9 | 9
sky130_fd_sc_hd__o22ai_2 | 0 | 6
sky130_fd_sc_hd__buf_2 | 7 | 12
sky130_fd_sc_hd__a211oi_2 | 0 | 8
sky130_fd_sc_hd__dfrtn_1 | 96 | 96
sky130_fd_sc_hd__nor3b_1 | 11 | 9
sky130_fd_sc_hd__o22a_1 | 10 | 10
sky130_fd_sc_hd__o22ai_1 | 10 | 4
sky130_fd_sc_hd__clkbuf_8 | 0 | 10
sky130_fd_sc_hd__nor2_1 | 90 | 90
sky130_fd_sc_hd__mux2i_1 | 119 | 112
Power is estimated from default activity; no workload was simulated.
