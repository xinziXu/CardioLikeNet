File: flow/run.sh
#!/bin/bash
# OpenROAD 26Q1-2900-gdf79404cd8, Yosys 0.63+post, stock flow scripts
make -C /OpenROAD-flow-scripts/flow DESIGN_CONFIG=/design/flow/config.mk WORK_HOME=/design/flow/orfs finish
File: flow/config.mk
export PLATFORM = sky130hd
export DESIGN_NAME = PE_NORM
export DESIGN_NICKNAME = PE_NORM
export VERILOG_FILES = /design/flow/design.v
export SDC_FILE = /design/flow/constraint.sdc
export NUM_CORES = 4
export LEC_CHECK = 1
export CORE_UTILIZATION = 50
File: flow/constraint.sdc
current_design PE_NORM

set clk_period 13.2
set clk_io_pct 0.2

create_clock -name clk0 -period $clk_period [get_ports {wclk}]

set non_clock_inputs [all_inputs -no_clocks]
set_input_delay [expr $clk_period * $clk_io_pct] -clock clk0 $non_clock_inputs
set_output_delay [expr $clk_period * $clk_io_pct] -clock clk0 [all_outputs]
File: flow/design.v
`timescale  1ns/100ps
module PE_NORM #(parameter DATA_DW = 8, 
                 OUT_BQ_DW = 32)
               (input wclk,
                 input rst_n,
                 input signed [DATA_DW-1: 0] spad_w_data,
                 input signed [DATA_DW-1: 0] spad_a_data,
                 input signed [DATA_DW-1: 0] hardmard_a, 
                 input signed [DATA_DW-1: 0] hardmard_b, 
                 input  [2:0] mult_int8_crl,  
                 input signed [OUT_BQ_DW-1: 0] psum_32b,  
                 input [3:0] seg_state,
                 output signed [OUT_BQ_DW-1: 0] out_32b);
    reg signed [DATA_DW-1:0] mult_8a;  
    reg signed [DATA_DW-1:0] mult_8b;  
    wire signed [2*DATA_DW-1: 0] prod_ab; 
    assign  prod_ab =  mult_8a * mult_8b; 
    reg signed [OUT_BQ_DW-1: 0] out_temp_32b;
    assign out_32b = out_temp_32b;
    always@(posedge wclk or negedge rst_n)
    begin
        if (!rst_n)
        begin
            mult_8a   <= 0;
            mult_8b   <= 0;
            out_temp_32b <= 0;
        end
        else
        begin
            if (seg_state == 4'b0010) begin  
                if (mult_int8_crl == 3'b001) begin  
                    mult_8a   <= spad_w_data;
                    mult_8b   <= spad_a_data;
                    out_temp_32b <= out_temp_32b + prod_ab;
                end
                else if (mult_int8_crl == 3'b011) begin  
                    mult_8a   <= 0;
                    mult_8b   <= 0;
                    out_temp_32b <= psum_32b;
                end
                else if (mult_int8_crl == 3'b111) begin 
                    mult_8a   <= mult_8a;
                    mult_8b   <= mult_8b;
                    out_temp_32b <= out_temp_32b;
                end
                else if (mult_int8_crl == 3'b010) begin  
                    mult_8a   <= hardmard_a;
                    mult_8b   <= hardmard_b;
                    out_temp_32b <= prod_ab;
                end
                else begin  
                    mult_8a   <= 0;
                    mult_8b   <= 0;
                    out_temp_32b <= 0;
                end
            end
            else if (seg_state == 4'b0100) begin
                if (mult_int8_crl == 3'b001) begin  
                    mult_8a   <= spad_w_data;
                    mult_8b   <= spad_a_data;
                    out_temp_32b <= out_temp_32b + prod_ab;
                end
                else if (mult_int8_crl == 3'b011) begin  
                    mult_8a   <= 0;
                    mult_8b   <= 0;
                    out_temp_32b <= out_temp_32b + psum_32b;
                end
                else begin  
                    mult_8a   <= 0;
                    mult_8b   <= 0;
                    out_temp_32b <= 0;
                end                
            end 
            else begin  
                mult_8a   <= 0;
                mult_8b   <= 0;
                out_temp_32b <= 0;
            end           
        end
    end
endmodule
==> results.ini <==
[route]
drc_errors = 0
antenna_left = 0
vias = 7726
drt-pass1-iter-count = 7
first_iter_violations = 482
avgRoutedWirePerCell_um = 18.0
routed_via_density = 5.85
wl_um = 23800
antenna-diode-count = 0

[global_route]
gr-total-overflow = 0
grt_pass1_vias = 7350
grt_max_degree = 49
antenna_found_initial = 0
grt_pass1_wl_um = 37900
track_usage_pct = 30.5

[yosys]
synth_top_flop_cell = dfrtp_1
syn-cell-area_sq_mm = 0.00818
ys_ff = 48
synthDistinctLibCells = 67
yosys_area_sq_mm = 0.00818
ys_warn_count = 1
top_area_cell = dfrtp_1
top_area_share_pct = 14.7
area_leaders = dfrtp_1 15%, fa_1 14%, ha_1 14%
async_flop_share_pct = 100
syn_inst = 1003
edf_count = 0
synth_seq_share_pct = 14.7
ys_cells = 1003
syn_avg_cell_area_sq_um = 8.15

[floorplanning]
fp_util_pct = 51.3
dieArea_sq_mm = 0.0169
die_w_um = 130
core-area_sq_mm = 0.0159
fp-row-count = 46
io_pins = 105
fp.dieH_um = 130

[clock_tree]
cts_buffers = 5
clk_pin_slew_ns = 0.07
cts_resized = 0
clk_latency_ns = 0.31
cts_hold_buf = 0
cts_setup_buffers = 0
tritoncts = done
cts-htree-levels = 2
cts_num_sinks = 48
root_buffer = clkbuf_16
cts_max_path_buffers = 2

[worst_setup_path]
cp_data_required_time_ns = 13.37
critPathKind = reg2reg
crit_path_start_kind = register
cp_max_fo = 16
end_kind = register
crit_arrival_ns = 8.15

[status]
outcome = finished, final reports clean

[placed_design]
hpwl_um = 18800
dpl_cell_area_sq_mm = 0.00951
io_buffers = 104
routabilityCongestion = 0.945

[sta]
finalSetupViolations = 0
tns_ns = 0
fmax_mhz = 125
hold_viol = 0
rsz0062_at_grt = false
tightestPinTransition_ns = 0.808
fin_skew_ns = 0.00877
fin_crit_ns = 7.98
min_period_over_period_pct = 60.5
relSlewSlack_pct = 46.1
finalMaxSlewViolations = 0

[power_and_ir_drop]
ir_drop_v = 0.0000413
p_per_area_mw_per_mm2 = 38.2
leakage_uw = 0.00480

[job]
warning_count = 26
cap_violations = 0

[finish]
drive_gt1_share_pct = 3.53
area_delta_synth_final_pct = 18.1
final_cell_area_sq_mm = 0.00966
num-fill-cells = 1503

[worst_hold_path]
min_path_type = reg2reg

[cells in the final DEF, fill, tap and decap left out, types with 6 or more instances in the layout]
master / synthesis / layout
fa_1: 57 / 57
nand3_1: 18 / 18
a222oi_1: 21 / 21
o21bai_1: 10 / 10
nand2b_1: 14 / 14
a21o_1: 37 / 37
buf_4: 0 / 13
inv_1: 121 / 121
nand2_1: 79 / 79
xor2_1: 23 / 23
nor3_1: 13 / 13
clkdlybuf4s50_1: 0 / 103
xnor2_1: 34 / 34
a211oi_1: 15 / 15
o21a_1: 9 / 9
nor2b_1: 17 / 17
and2_1: 50 / 50
o22ai_1: 6 / 6
nor2_1: 59 / 58
mux2i_1: 9 / 9
and3_1: 7 / 7
o21ai_0: 61 / 61
ha_1: 91 / 91
a221oi_1: 8 / 8
a21oi_1: 72 / 72
dfrtp_1: 48 / 48
a31oi_1: 13 / 13
[where the power goes]
| part | switching (uW) | internal (uW) | leakage, uW |
|---|---|---|---|
| registers | 2.30 | 148 | 0.000669 |
| clock network | 63.3 | 75.1 | 0.0000766 |
| logic | 41.5 | 38.9 | 0.00406 |
[metrics by stage]
| step | total power, uW | setup WS, ns | utilization (%) | instances | hold slack, ns |
|---|---|---|---|---|---|
| 6_report | 369 | 5.22 | 60.6 | 1321 | 0.580 |
| 5_1_grt | 387 | 4.60 | 60.6 | 1321 | 0.620 |
| 4_1_cts | 374 | 5.20 | 60.6 | 1321 | 0.573 |
| 3_5_place_dp | 233 | 5.22 | 59.6 | 1313 | 0.550 |
| 3_3_place_gp | 233 | 5.41 | 59.6 | 1313 | 0.551 |
| 2_1_floorplan | 190 | 5.87 | - | 1003 | 0.482 |
[sequential cells by signal, indices dropped and copies added, names as in the netlist]
signal / flops
mult_8a: 8
mult_8b: 8
out_temp_32b: 32
[metal layers]
metal | GRT usage, % | vias up | share of wire [%]
met2 | 47.8 | 268 | 45
met1 | 45.6 | 3624 | 45
met5 | 0 | - | 0
met4 | 7.05 | 0 | 2.1
met3 | 5.01 | 38 | 7.3
li1 | - | 3796 | -
[logic make-up after synthesis]
group           after synthesis  synth area share (%)
compound gates              308                  25.7
flops                        48                  14.7
simple gates                287                  17.7
xor+xnor                     57                  6.11
buf+inv                     144                  6.61
mux                          11                  1.38
fa+ha+maj                   148                  27.9
[cells in the mapped netlist (3+ instances only)]
| master | number |
|---|---|
| a211oi_1 | 15 |
| a21o_1 | 37 |
| a21oi_1 | 72 |
| a221o_1 | 5 |
| a221oi_1 | 8 |
| a222oi_1 | 21 |
| a22o_1 | 3 |
| a22oi_1 | 4 |
| a31oi_1 | 13 |
| and2_1 | 50 |
| and3_1 | 7 |
| clkbuf_1 | 22 |
| dfrtp_1 | 48 |
| fa_1 | 57 |
| ha_1 | 91 |
| inv_1 | 121 |
| mux2i_1 | 9 |
| nand2_1 | 79 |
| nand2b_1 | 14 |
| nand3_1 | 18 |
| nand3b_1 | 4 |
| nand4_1 | 5 |
| nor2_1 | 59 |
| nor2b_1 | 17 |
| nor3_1 | 13 |
| o211ai_1 | 5 |
| o21a_1 | 9 |
| o21ai_0 | 61 |
| o21bai_1 | 10 |
| o221ai_1 | 4 |
| o22ai_1 | 6 |
| o311a_1 | 3 |
| o31ai_1 | 4 |
| or2_2 | 4 |
| or3_1 | 4 |
| or4_1 | 3 |
| xnor2_1 | 34 |
| xor2_1 | 23 |
[final cells by class]
type                    count  area [sq um]  share of cell area [%]
flip-flops and latches     48          1200                    12.4
well taps                 216           270                    2.80
repair buffers            117          1130                    11.7
clock inverters             2          10.0                   0.104
clock buffers               6           139                    1.44
inverters                 121           454                    4.70
multi-input cells         811          6450                    66.8
[worst paths after layout]
| check | start | to | slack (ns) | cells past startpoint |
|---|---|---|---|---|
| max in group asynchronous | rst_n | out_temp_32b[30] | 10.28 | 2 |
| min in group asynchronous | rst_n | out_temp_32b[4] | 2.45 | 2 |
| setup / recovery | mult_8a[7] | out_temp_32b[30] | 5.22 | 26 |
| setup reg to reg | mult_8a[7] | out_temp_32b[30] | 5.22 | 26 |
| hold reg to reg | out_temp_32b[27] | out_temp_32b[27] | 0.58 | 2 |
| hold / removal | out_temp_32b[27] | out_temp_32b[27] | 0.58 | 2 |
[worst max-delay path: stages, from the launching register on]
cell       delay [ns]
dfrtp_1          0.49
nand2_1          0.18
fa_1             0.74
inv_1            0.10
fa_1             0.50
inv_1            0.05
fa_1             0.49
inv_1            0.05
fa_1             0.44
ha_1             0.34
a21o_1           0.17
a31o_2           0.21
a2111oi_0        0.38
nor2_1           0.11
xnor2_1          0.43
inv_1            0.41
ha_1             0.50
nand3_1          0.18
or3_1            0.42
nor3_1           0.18
o311a_1          0.26
o31ai_2          0.09
a21oi_2          0.18
a31o_1           0.21
a21oi_2          0.07
mux2i_1          0.13
or4_1            0.51
No activity file was given, so power comes from the tool's default toggle rates.
